### flow/constraint.sdc
current_design mem

set clk_period 7.9
set clk_io_pct 0.2

create_clock -name clk0 -period $clk_period [get_ports {clk_i}]

set non_clock_inputs [all_inputs -no_clocks]
set_input_delay [expr $clk_period * $clk_io_pct] -clock clk0 $non_clock_inputs
set_output_delay [expr $clk_period * $clk_io_pct] -clock clk0 [all_outputs]
### flow/config.mk
export PLATFORM = sky130hd
export DESIGN_NAME = mem
export DESIGN_NICKNAME = mem
export VERILOG_FILES = /design/flow/design.v
export SDC_FILE = /design/flow/constraint.sdc
export NUM_CORES = 4
export LEC_CHECK = 1
export CORE_UTILIZATION = 40
### flow/design.v
package riscv_pkg;
	typedef enum logic [3:0] { 
		AND = 4'b0000,
		OR 	= 4'b0001,
		ADD = 4'b0010,
		SUB = 4'b0110
	} alu_op_t;
endpackage : riscv_pkg
module mem #(
	parameter XLEN = 32,
	parameter DEPTH = 32
) (
	input 				clk_i,
	input				we_i,
	input	[XLEN-1:0]	write_data_i,
	input 	[DEPTH-1:0]	read_addr_i,
	input 	[DEPTH-1:0]	write_addr_i,
	output	[XLEN-1:0]	read_data_o
);
	logic [XLEN-1:0] memory [0:2**DEPTH-1];
	always_ff @(posedge clk_i) begin
		if(we_i) begin
			memory[write_addr_i] <= write_data_i;
		end
		read_data_o <= memory[read_addr_i];
	end
endmodule
### flow/run.sh
#!/bin/bash
# OpenROAD 26Q1-2900-gdf79404cd8, Yosys 0.63+post, stock flow scripts
make -C /OpenROAD-flow-scripts/flow DESIGN_CONFIG=/design/flow/config.mk WORK_HOME=/design/flow/orfs finish
==> summary.txt <==
The flow completed. The flow ran to the end, and the final reports show no timing, DRC or antenna violations. Number of levels in the clock H-tree landed at 3. The worst hold path begins at memory[0][2]$_DFFE_PP_.

Counting only logic cells after layout, the most numerous master is sky130_fd_sc_hd__clkdlybuf4s50_1. The detailed router reported a total wirelength of 5010 um. Critical path required time landed at 7.90 ns.

Looking at the hold checks, the worst path lands on read_data_o[2]$_DFF_P_. The region available for standard cell placement spans 0.00737 mm2. The final antenna diode tally reported by the flow is 0. The script computed the net switching share of total power as 19.5%.

Global routing usage summed across all routing layers landed at 13.9%. In this run the tools logged warnings totalling 56. Per the OpenROAD power report, leakage power amounts to 1.48 nW. In this design, the largest share of critical-path delay is due to simple AND/OR/NAND/NOR gates. Internal power contribution landed at 0.692 mW. Post-route clock period utilization landed at 43.5%. The launch point of the worst register-to-register path is recorded as memory[-1][3]$_DFFE_PP_.

Die span in y landed at 89.9 um. In this run, flip-flops and latches consume 62.7% of the power. The arrival time of data at the worst endpoint is listed as 3.44 ns. Ranking logic cells in the layout by count gives the top entries sky130_fd_sc_hd__clkdlybuf4s50_1 (98), sky130_fd_sc_hd__edfxtp_1 (64), sky130_fd_sc_hd__dfxtp_1 (32). The post-CTS hold buffer count recorded in the log is 0.

Average cell area after synthesis landed at 19.8 um2. The synthesized design devotes to its leading area cell type 62.1% of total area. In the post-route analysis, the smallest setup slack over all paths is 4.46 ns.

Number of design rule violations left after detail routing landed at 0. Number of instances on the worst hold path landed at 1. Sequential cells were found to cover 82.8% of the synthesized design area. The final layout reports a setup TNS of 0 ns. Combinational share of power landed at 6.5%.

TritonCTS built the clock tree. Per the power-grid run, VDD falls by no more than 75.5 uV. Cell count listed in synth_stat.txt landed at 156. Post-route worst hold slack landed at 0.454 ns. The floorplan step defined a die boundary enclosing 0.00809 mm2. The warning tally printed by Yosys for this design is 2.

The report counts max-capacitance violations totalling 0. The clock net in this run drives a total of 96 sinks. For reference, the placement row count at floorplan is 31. Horizontal die size landed at 89.9 um. The worst setup path is captured at a flop. The script extracted a net switching power of 0.168 mW. Worst-skew pair later-pin latency landed at 0.34 ns.

Number of CTS-inserted buffers landed at 9. Number of different library cells in the post-synthesis netlist landed at 16. The highest clock rate this design can be run at is 291 MHz. Worst slack after detailed placement landed at 4.04 ns. Number of cells upsized or downsized after cts landed at 0. Detailed-route iteration 0 reported a violation count of 23. The detail route stage leaves a number of antenna-violating nets equal to 0.

Average vias per placed instance landed at 4.64. Post-synthesis sequential element count landed at 96. Number of cells after detailed placement landed at 352. Setup repair after global routing left no endpoint under its margin. Summing every instance area after synthesis gives 0.00309 mm2. Number of post-CTS setup repair buffers landed at 0. Largest incremental delay on the critical path landed at 0.45 ns. Setup slack on the worst flop-to-flop path landed at 7.13 ns. Total power consumption of the routed design landed at 0.860 mW. Fraction of layout instances using a drive strength above 1 landed at 17.8%. Per the timing report, the most critical flop-to-flop path finishes at read_data_o[3]$_DFF_P_. For the finished layout, the period the worst path requires is 3.44 ns. Clock-pin slew was measured on the worst setup and hold paths at 0.08 ns. Max-slew violation count landed at 0.

Summed over all instances, the cell type with the most area after synthesis is sky130_fd_sc_hd__edfxtp_1. Setup clock skew after layout landed at 0.00673 ns. The worst setup path is of the in2reg kind. Buffers placed on the I/O ports in this run total 98. Wire length per cell landed at 13.6 um. The min-delay analysis places its worst path in the category reg2reg. In this run, the clock network consumes 30.8% of the power. Layout-stage area growth over the synthesis result landed at 41.5%. STA classifies the critical path startpoint as an input pin. Worst reg-to-reg path cell count landed at 1.

Wire length of the first global-routing pass landed at 8140 um. The initial antenna violation count is 0. Via count landed at 1707. According to the Yosys statistics, the synthesized design has a chip area of 0.00309 mm2.

The tree is rooted in a sky130_fd_sc_hd__clkbuf_8. The transition time recorded at the tightest slew-check pin is 0.461 ns. Total I/O pin count landed at 130. The first TritonRoute pass finished after 2 iterations. Entering global routing, the biggest net connects 33 pins.

The timing report shows that the slowest cell on the worst path is sky130_fd_sc_hd__buf_4. Floorplan utilization landed at 42.0%. Clock tree buffer depth landed at 2.

Buffer and inverter count on the worst path landed at 2. Total overflow reported by the global router landed at 0. The number of global-route vias before repair was 1752. Count of final hold-check violations landed at 0.

The final timing report counts setup violations totalling 0. The report lists the cells along the critical path as clkdlybuf4s50_1 > nor4_1 > nand4_1 > nor3_2 > buf_4. After synthesis, the cell types taking the most area are sky130_fd_sc_hd__edfxtp_1 (62%), sky130_fd_sc_hd__dfxtp_1 (21%), sky130_fd_sc_hd__mux2_2 (11%), sky130_fd_sc_hd__nand4_1 (1.8%), sky130_fd_sc_hd__nor4_1 (1.2%).

Biggest fanout along the worst timing path landed at 28. The finished layout holds 368 standard cells, fillers aside. Cell count after synthesis landed at 156. Placed wire-length estimate landed at 3250 um.

Dividing total power by cell area gives a power density of 197 mW/mm2. Tightest slew margin relative to the limit landed at 69.3%. Placer's final routability congestion estimate landed at 0.798.
==> through the flow <==
step | area, um2 | utilization, %
after floorplan | 3090 | -
after global placement | 4210 | 57.2
after detailed placement | 4210 | 57.2
after CTS | 4380 | 59.4
after global routing | 4380 | 59.4
final | 4380 | 59.4
==> logic make-up (layout without fill, tap and decap cells) <==
logic type	count (synthesis)	in the layout	synth area share, %
mux	32	32	11.7
buf+inv	4	117	0.607
simple gates	24	24	4.89
flops	96	96	82.8
==> power by group through the flow <==
stage     Combinational [mW]  Sequential [mW]  Clock [mW]
6_report              0.0559            0.539       0.265
5_1_grt               0.0601            0.540       0.297
4_1_cts               0.0567            0.539       0.277
==> routing by layer <==
| layer | vias up | routed length (um) | track usage [%] |
|---|---|---|---|
| met2 | 77 | 2490 | 22.4 |
| li1 | 823 | - | - |
| met5 | - | 0 | 0 |
| met3 | 8 | 430 | 5.15 |
| met4 | 0 | 85 | 2.69 |
| met1 | 799 | 2000 | 19.8 |
==> registers in the layout, indices dropped and copies added, names as in the netlist <==
register and flops:
read_data_o 32, memory 32, memory[-1] 32
==> how the worst max path moves through the flow <==
stage / cells after the start / from / end
after global routing: 5 / write_addr_i[29] / memory[0][25]$_DFFE_PP_
after CTS: 5 / write_addr_i[29] / memory[0][10]$_DFFE_PP_
final: 5 / write_addr_i[29] / memory[0][7]$_DFFE_PP_
==> area by class of cell <==
cell class	count	area (um2)
clock inverters	6	36.3
repair buffers	101	1000
flip-flops and latches	96	2560
clock buffers	10	128
fillers	592	2990
well taps	99	124
multi-input cells	56	523
==> synthesized netlist by cell type (all sizes together) <==
master / number
or4: 2
nand2: 1
buf: 3
clkbuf: 1
nor4: 6
nor4b: 1
edfxtp: 64
dfxtp: 32
or3: 1
nor2: 1
nor3: 2
nand4: 9
mux2: 32
nand3: 1
No activity file was given, so power comes from the tool's default toggle rates.
